==> design/flow/design.v <==
`timescale 1ps/1ps
module SPIProtocol (
    input  clk,                                          
    input  rst,                                          
    input  [15:0]dat_in,                                 
    output spi_mclk,                                     
    output spi_dat,                                      
    output spi_ssal,                                     
    output [4:0]bit_count                                
);
reg [15:0] MOSI;                                         
reg [4:0] count;                                         
reg ssal;                                                
reg mclk;                                                
reg [1:0] state;                                         
always @ (posedge clk or posedge rst)
if (rst)                                                 
    begin
        MOSI    <= 16'b0;                                
        count   <= 5'd16;                                
        ssal    <= 1'b1;                                 
        mclk    <= 1'b0;                                 
    end
else
    begin
        case (state)
            0:begin                                      
                mclk    <= 1'b0;                         
                ssal    <= 1'b1;                         
                state   <= 1;                            
              end
            1:begin                                      
                mclk    <= 1'b0;                         
                ssal    <= 1'b0;                         
                MOSI    <= dat_in[count-1];            
                count   <= count-1;                      
                state   <= 2;                            
              end
            2:begin                                      
                mclk    <= 1'b1;                         
                if (count > 0)                           
                    state <= 1;                          
                else                                     
                    begin                                   
                        count <= 16;                     
                        state <= 0;                      
                    end                             
              end
            default:  state <= 0;                        
        endcase
    end
    assign spi_ssal = ssal;                              
    assign spi_mclk = mclk;
    assign spi_dat  = MOSI;
    assign bit_count = count;
endmodule
==> design/flow/run.sh <==
#!/bin/bash
# OpenROAD 26Q1-2900-gdf79404cd8, Yosys 0.63+post, stock flow scripts
make -C /OpenROAD-flow-scripts/flow DESIGN_CONFIG=/design/flow/config.mk WORK_HOME=/design/flow/orfs finish
==> design/flow/config.mk <==
export PLATFORM = sky130hd
export DESIGN_NAME = SPIProtocol
export DESIGN_NICKNAME = SPIProtocol
export VERILOG_FILES = /design/flow/design.v
export SDC_FILE = /design/flow/constraint.sdc
export NUM_CORES = 4
export LEC_CHECK = 1
export CORE_AREA = 10 10 88 88
export DIE_AREA = 0 0 98 98
==> design/flow/constraint.sdc <==
current_design SPIProtocol

set clk_period 1.9
set clk_io_pct 0.2

create_clock -name clk0 -period $clk_period [get_ports {clk}]

set non_clock_inputs [all_inputs -no_clocks]
set_input_delay [expr $clk_period * $clk_io_pct] -clock clk0 $non_clock_inputs
set_output_delay [expr $clk_period * $clk_io_pct] -clock clk0 [all_outputs]
==> impl_metrics.ini <==
; generated from flow reports
[status]
status = finished clean

[layout]
instances_no_fill = 179
drive_above_1_share = 0.173
comb_area_um2 = 435
fin_area_mm2 = 0.00115
regArea_um2 = 273
nFillCells = 638
area_growth_pct = 50.3

[logic_synthesis]
ys_cells = 74
syn_avg_cell_area_um2 = 10.4
ys_seq_frac = 0.355
netlist_instances = 74
ys_seq_elements = 11
yosysUniqueCellTypes = 31
post_synth_instance_area_um2 = 768
synthFlopType = dfrtp_1
synthArstFlopShare = 0.727
synth_warnings = 1
edf_count = 1
ys_area_um2 = 768

[sta]
hold_violations = 0
rsz0062_at_grt = false
slew_headroom = 0.691
tightest_slew_ns = 0.462
fin_ws_ns = 0.136
fmax_ghz = 0.567
skew_ns = 0.00421
finalSetupViolCount = 0
slew_viol_final = 0
finalCriticalPeriod_ns = 1.76
whs_ns = 0.466
fin_setup_tns_ns = 0
timing.final.crit_share = 0.929

[flow_run]
max_cap_viol_count = 0
warnings = 26

[place]
place_inst = 173
dp_hpwl_um = 1610
placed_cell_area_mm2 = 0.00109
portBuffers = 25
place_ws_ns = 0.0340
gp_congestion = 0.762

[detailed_routing]
drtIter0Drc = 17
drt_pass1_iterations = 2
avgViaCountPerCell = 3.42
route.detailed.wl_per_inst_um = 10.9
drt-total-wl_um = 1950
vias = 612
drtAntennaViolNets = 0
n_antenna_cell = 0
drc = 0

[clocking]
clk_pin_slew_worst_paths_ns = 0.05
worstSkewPairLatency_ns = 0.24
max-clock-path-buffers = 2
cts_buffers = 3
cts_resized = 0
cts_tree = done
htreeDepth = 1
clockRootBuffer = clkbuf_8
cts_sinks = 11

[global_routing]
grt_usage = 0.0404
antenna_found_initial = 0
grt_pass1_vias = 586
grt_pass1_wl_um = 3110
overflow = 0
grt_max_degree = 13

[setup_path]
cpLargestDelayFamily = AND-OR/OR-AND gates
crit_path_max_incr_delay_ns = 0.37
worst_path_max_delay_cell = dfrtp_1
reg2reg_from = count[0]
end_kind = flop
required_ns = 2.04
cp_num_buf_inv = 1
cp.arrival_ns = 1.90
crit_type = reg -> reg
critPathLaunch = count[0]
crit_chain = inv_1 > ha_1 > xor2_2 > a2111oi_0 > a311o_1 > o311ai_2
rrSetupSlack_ns = 0.14
start_kind = flop
cp_max_fo = 4

[floorplan]
die-area_mm2 = 0.00960
fp-utilization = 0.130
die_x_um = 98
core_area_mm2 = 0.00592
ios = 26
rows = 28
die_y_um = 98

[power]
vdd_drop_max_uv = 391
p_per_area_mw_per_mm2 = 1510
p_leak_nw = 0.439

[hold_path]
worstHoldStart = state[0]
hold_path.class = reg -> reg
==> layer usage <==
| layer | GRT usage | routed length [µm] | up-vias |
|---|---|---|---|
| li1 | - | - | 321 |
| met2 | 0.0660 | 950 | 11 |
| met5 | 0 | 0 | - |
| met3 | 0.0235 | 170 | 2 |
| met4 | 0.00336 | 16 | 0 |
| met1 | 0.0465 | 816 | 278 |
==> power by group <==
part	total (W)	internal [W]	switching, W	leakage [nW]
registers	0.000481	0.000345	0.000136	0.119
logic	0.00104	0.000620	0.000418	0.294
clock network	0.000230	0.000144	0.0000859	0.0255
total	0.00175	0.00111	0.000640	0.439
==> cells in the mapped netlist, types with 2 or more instances <==
library cell  count  area, µm²
mux2i_1           4       40.0
nor2_1            7       26.3
dfxtp_1           2       40.0
mux2_2            2       22.5
inv_1             3       11.3
ha_1              2       25.0
nand2b_1          3       18.8
a21oi_1           2       10.0
nand2_1           8       30.0
o21ai_0           5       25.0
buf_4             2       15.0
buf_6             3       33.8
mux4_1            2       52.6
nor2b_1           3       18.8
xnor2_1           4       35.0
dfstp_2           2       52.6
dfrtp_1           6        150
==> path summary, 6_finish.rpt <==
path | to | depth (start not counted)
max | MOSI[0] | 6
min | ssal | 2
max reg2reg | MOSI[0] | 6
min reg2reg | ssal | 2
max in group asynchronous | count[4] | 3
min in group asynchronous | mclk | 3
==> repair_timing <==
action | in CTS | in global routing
endpoints found under the setup margin | 0 | 1
hold buffers | 0 | 0
setup buffers | 0 | 2
==> layout by cell type (no fill, tap or decap), types with 3 or more instances in the layout <==
| master | Yosys | layout |
|---|---|---|
| nand2_1 | 8 | 8 |
| nand2b_1 | 3 | 3 |
| nor2_1 | 7 | 7 |
| inv_1 | 3 | 3 |
| clkbuf_8 | 0 | 3 |
| clkdlybuf4s50_1 | 0 | 25 |
| dfrtp_1 | 6 | 6 |
| mux2i_1 | 4 | 4 |
| o21ai_0 | 5 | 5 |
| buf_4 | 2 | 6 |
| nor2b_1 | 3 | 3 |
| xnor2_1 | 4 | 4 |
==> layout make-up <==
cell class	instances	share of cell area
multi-input cells	55	0.377
flip-flops and latches	11	0.236
clock buffers	3	0.0358
inverters	3	0.00975
repair buffers	31	0.256
well taps	75	0.0813
clock inverters	1	0.00433
==> metrics by stage <==
stage	util	total power (W)
final	0.195	0.00175
after floorplan	-	0.00119
after detailed placement	0.185	0.00148
after global routing	0.195	0.00192
after CTS	0.193	0.00172
after global placement	0.185	0.00148
==> worst reg2reg max path: stages, from the launching register on <==
cell,delay (ns)
dfrtp_1,0.37
inv_1,0.10
ha_1,0.27
xor2_2,0.24
a2111oi_0,0.10
a311o_1,0.35
o311ai_2,0.24
==> state kept, by name, summed over array words and instances, names as in the netlist, named ones only <==
| signal | cells |
|---|---|
| count | 5 |
| MOSI | 1 |
| mclk | 1 |
| ssal | 1 |
| state | 2 |
==> logic make-up after synthesis <==
kind of cell / Yosys count / synth area share
AOI/OAI and AO/OA: 11 / 0.101
and+or+nand+nor: 28 / 0.205
adders and majority gates: 2 / 0.0326
xor gates and xnor gates: 6 / 0.0782
muxes: 8 / 0.150
buffers and inverters: 8 / 0.0782
DFF: 11 / 0.355
Power is estimated from default activity; no workload was simulated.
